File: /design/flow/config.mk
export PLATFORM = sky130hd
export DESIGN_NAME = rs232
export DESIGN_NICKNAME = rs232
export VERILOG_FILES = /design/flow/design.v
export SDC_FILE = /design/flow/constraint.sdc
export NUM_CORES = 4
export LEC_CHECK = 1
export CORE_UTILIZATION = 40
File: /design/flow/run.sh
#!/bin/bash
# OpenROAD 26Q1-2900-gdf79404cd8, Yosys 0.63+post, stock flow scripts
make -C /OpenROAD-flow-scripts/flow DESIGN_CONFIG=/design/flow/config.mk WORK_HOME=/design/flow/orfs finish
File: /design/flow/design.v
`timescale 1s / 1ms
module rs232
       (input wire 	clk_in,
	input wire  	rxd_in,
	input wire 	rst_in,
	output reg 	txd_out);
	reg [5:0] 	bit_nr;
	reg		bit_start;
	reg		bit_stop;
	reg [7:0]	txd_temp;
	reg [7:0]	txd_sum;
	reg		ctrl_rready;
	reg		ctrl_tready;
	reg		ctrl_wdata;
	reg		ctrl_rstart;
	initial begin
		ctrl_rready = 0;
		ctrl_tready = 1;
		ctrl_rstart = 0;
	end
	always @ (posedge clk_in or posedge rst_in ) begin
		if (rst_in == 1) begin
			ctrl_rready = 0;
			ctrl_tready = 1;
			ctrl_rstart = 0;
			bit_nr =0;
		end
		else begin
			if(ctrl_rready == 0 ) begin  
				if(rxd_in == 0 & ctrl_rstart != 1) begin
					bit_nr = 0;
					ctrl_rstart = 1;
					txd_out = 1;
				end
				if (ctrl_rstart == 1) begin
					if(bit_nr ==0) begin
						bit_start = rxd_in;
						bit_nr = bit_nr + 1;
					end
					else begin
						if(bit_nr < 5'd9) begin
							txd_temp [bit_nr-1] = rxd_in;  
							bit_nr = bit_nr +1;
						end
						else begin
							bit_stop = rxd_in;
							ctrl_rstart = 0;
							ctrl_rready = 1;
							txd_sum = txd_temp ; 
							bit_nr = 0;
							ctrl_tready = 0;
						end
					end
				end
			end
			if(ctrl_tready == 0 )begin  
				if(bit_nr == 0) begin
					bit_nr = 1;
					txd_out = 0;
				end
				else begin
					if(bit_nr < 5'd9) begin
						txd_out = txd_sum [bit_nr-1];  
						bit_nr = bit_nr + 1;
					end
					else begin
						txd_out = 1;
						bit_nr = bit_nr + 1;
						ctrl_tready = 1;
						ctrl_rready = 0;
					end
				end
			end
		end
	end
endmodule  
File: /design/flow/constraint.sdc
current_design rs232

set clk_period 3.8
set clk_io_pct 0.2

create_clock -name clk0 -period $clk_period [get_ports {clk_in}]

set non_clock_inputs [all_inputs -no_clocks]
set_input_delay [expr $clk_period * $clk_io_pct] -clock clk0 $non_clock_inputs
set_output_delay [expr $clk_period * $clk_io_pct] -clock clk0 [all_outputs]
==> notes.md <==
run results: main flop type=edfxtp_1, Die Y-Extent=73.2 um, chip area=5360 sq um, num ports=4, # rows=25, minimum clock period=3.90 ns, Cells after Synth=208, first-pass GRT wire length=8080 um, total wire length=4570 um, Worst VDD drop=786 uV, core area=4790 sq um, yosys stat area=2030 sq um, FMAX=256 MHz, H-tree levels=1, worst flop-to-flop path endpoint=txd_temp[2], relative slew slack=0.567, fin crit share=1.03, Worst Tran Pin Value=0.649 ns, Leak=1.11 nW, Clock Latency Late Sink=0.26 ns, Pre-Repair DR Iteration Count=4, area leader, netlist=edfxtp_1, chip width=73.2 um, synth-to-layout area growth=33.7%, CTS tree=yes, GRT Overall Usage=0.202, startpoint types=primary input, I/O Buffers=3, asr flop ratio synth=0.346, initial antenna violation count=0, hpwl dp=3710 um, Hold Path Class=reg2reg, Required @ worst endpoint=3.83 ns, Hold Crit Depth=2, failing checks=negative setup slack, Crit Reg-Reg Startpoint=bit_nr[1], CTS clk-pin slew, worst paths=0.09 ns, via/cell ratio=5.14, critical path startpoint=rxd_in, Fin Setup TNS=-0.280 ns, CP endpoint=txd_temp[2], clock buffer depth=2, Pre-Place Util=0.424, Post-synth area hogs=edfxtp_1, dfrtp_1, ha_1, Yosys top cell area share=0.252, PwrDens=984 nW/um^2, Detail Route Antenna Nets=0, Register-to-Register Path Depth=13, number of standard cells reported by yosys=208, clk root buf=clkbuf_8, DP Cell Count=324, CP Data Arrival Time=3.93 ns, Avg WL per Cell=13.8 um, status=complete, but fails checks, vias in the first global route=1,714, n_diodes=0, crit end category=register, CTS Buf Count=3, GPL Wtd Cong=0.888, Synth Cell Area=2030 sq um, Final Max Slew Viols=0, number of distinct library cells after synthesis=59, Crit Path Class=in2reg, OpenROAD warning count=32, Seq cells post-synth=26, total grt overflow=0, PnR worst setup slack=-0.103 ns, DR DRC count=0, R2R setup slack=-0.05 ns, share of layout cells above drive strength 1=0.392, TritonCTS sink count=26, setup violators final=5, Clock Skews=0.00184 ns, Post-synth top cells=nand2_1, edfxtp_1, nor2_1, dpl ws=-0.954 ns, unrepaired setup endpoints after global routing=true, syn avg cell area=9.74 sq um, fin cells=332, total power=0.00267 W, Yosys top cell by instances=nand2_1, Starting DRT DRC Count=70, largest net degree at the start of global routing=18, final hold violation count=0, DR vias=1,708, Post-synth EDFFs=17, yosys warns=1, worst-path maximum fanout=5, Seq/Total Area, Yosys=0.364, Max Cap Violations=0
-- worst min-delay path by stage --
stage	startpoint	end	slack [ns]
after CTS	ctrl_rready	ctrl_rstart	0.57
after global routing	txd_sum[2]	txd_sum[2]	0.60
final	txd_sum[2]	txd_sum[2]	0.57
-- per-layer routing --
metal / up-vias / track usage / wire (um)
li1: 898 / - / -
met1: 795 / 0.336 / 2400
met2: 11 / 0.301 / 2030
met3: 4 / 0.0294 / 97
met4: 0 / 0.0196 / 48
met5: - / 0 / 0
-- cell usage in the layout, fill, tap and decap left out, types with 2 or more instances in the layout --
master | netlist | routed
and3_4 | 1 | 2
nor3_1 | 5 | 4
nand4b_1 | 3 | 3
mux2_2 | 11 | 9
a211oi_1 | 2 | 2
a21oi_1 | 8 | 7
nand4_1 | 10 | 10
clkdlybuf4s50_1 | 0 | 2
xor2_1 | 7 | 7
buf_4 | 0 | 57
xnor2_1 | 3 | 2
dfrtp_1 | 8 | 8
o21ai_0 | 10 | 9
o21bai_1 | 2 | 2
nor2_1 | 15 | 15
clkbuf_8 | 0 | 3
mux2_4 | 1 | 3
or2_2 | 5 | 4
a21o_2 | 2 | 2
o211ai_1 | 3 | 3
nand2_1 | 18 | 15
nand3_1 | 8 | 7
a21o_1 | 3 | 3
nand2_4 | 0 | 2
ha_1 | 13 | 12
buf_6 | 2 | 2
nor4_1 | 3 | 3
edfxtp_1 | 17 | 17
inv_1 | 10 | 10
nor4b_4 | 0 | 2
-- flip-flops by register name (all words and copies together) (netlist names) --
signal	cells
txd_sum	8
txd_temp	8
bit_nr	6
ctrl_rready	1
ctrl_rstart	1
ctrl_tready	1
txd_out	1
-- logic make-up (layout without fill, tap and decap cells) --
| kind of cell | after synthesis | after routing | synth area share |
|---|---|---|---|
| adder cells (fa/ha/maj) | 13 | 13 | 0.0802 |
| AND/OR/NAND/NOR | 82 | 82 | 0.232 |
| XOR/XNOR | 10 | 10 | 0.0432 |
| AND-OR/OR-AND | 44 | 44 | 0.157 |
| flip-flops | 26 | 26 | 0.364 |
| buffers and inverters | 19 | 76 | 0.0444 |
| multiplexers | 14 | 14 | 0.0790 |
-- power by group --
| group | internal, W | switching [W] |
|---|---|---|
| clock network | 0.000141 | 0.0000828 |
| registers | 0.000400 | 0.0000402 |
| logic | 0.00102 | 0.000983 |
-- through the flow --
stage / area, sq um / utilization / hold WS [ns]
2_1_floorplan: 2100 / - / 0.510
3_3_place_gp: 2550 / 0.533 / 0.546
3_5_place_dp: 2550 / 0.533 / 0.547
4_1_cts: 2680 / 0.560 / 0.568
5_1_grt: 2710 / 0.566 / 0.601
6_report: 2710 / 0.566 / 0.569
-- what timing repair did --
action | CTS | global route
pin swaps | 15 | 4
buffers inserted | 3 | 2
gates resized | 13 | 3
setup endpoints to repair | 8 | 7
hold buffers | 0 | 0
-- worst max-delay path, cell delays in order --
cell     delay [ns]
buf_6          0.09
or2_4          0.27
nand2_4        0.08
ha_4           0.15
nand2_2        0.05
xor2_1         0.13
and3_4         0.23
nand4_1        0.10
ha_1           0.31
or4b_4         0.54
nor4b_4        0.21
nand4_1        0.13
buf_4          0.16
nor4b_4        0.28
nand3_1        0.14
mux2_4         0.30
-- cell type report --
| cell class | count | area, sq um |
|---|---|---|
| Multi-Input combinational cell | 163 | 1310 |
| Timing Repair Buffer | 61 | 470 |
| Clock inverter | 1 | 30.0 |
| Fill cell | 421 | 2080 |
| Clock buffer | 3 | 41.3 |
| Sequential cell | 26 | 737 |
| Inverter | 11 | 41.3 |
| Tap cell | 67 | 83.8 |
Power is estimated from default activity; no workload was simulated.
