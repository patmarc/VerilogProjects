`flow/config.mk`:
```
export PLATFORM = sky130hd
export DESIGN_NAME = RTC
export DESIGN_NICKNAME = RTC
export VERILOG_FILES = /design/flow/design.v
export SDC_FILE = /design/flow/constraint.sdc
export NUM_CORES = 4
export LEC_CHECK = 1
export CORE_UTILIZATION = 50
```
`flow/constraint.sdc`:
```
current_design RTC

set clk_period 7.5
set clk_io_pct 0.2

create_clock -name clk0 -period $clk_period [get_ports {clk_i}]

set non_clock_inputs [all_inputs -no_clocks]
set_input_delay [expr $clk_period * $clk_io_pct] -clock clk0 $non_clock_inputs
set_output_delay [expr $clk_period * $clk_io_pct] -clock clk0 [all_outputs]
```
`flow/design.v`:
```
`timescale 1ns / 1ps
module RTC
       (input 		clk_i,
	output [3:0] 	led_an,
	output [6:0] 	led_seg,
	output  	dp);
	reg [25:0] 	counter = 0;
	reg [3:0] minutes_1 	= 0;
	reg [3:0] minutes_10 = 0;
	reg [3:0] seconds_1 	= 0;
	reg [3:0] seconds_10 = 0;
	reg [3:0] hours_1 	= 0;
	reg [1:0] hours_10 	= 0;
	always @ (posedge clk_i) begin
		if(counter == 50000000) begin  
			counter = 0;
			seconds_1 = seconds_1 + 1;
		end
		else 
			counter = counter + 1;
		if(seconds_1 == 10) begin 
			seconds_1 = 0;
			seconds_10 = seconds_10 + 1;
		end
		if(seconds_10 == 6) begin
			seconds_10 = 0;
			minutes_1 = minutes_1 + 1;
		end
		if(minutes_1 == 10) begin
			minutes_1 = 0;
			minutes_10 = minutes_10 + 1;
		end
		if(minutes_10 == 6) begin
			minutes_10 = 0;
			hours_1 = hours_1 + 1;
		end
		if(hours_1 == 10) begin
			hours_1 = 0;
			hours_10 = hours_10 + 1;
		end
		if(hours_10 == 2 & hours_1 == 4) begin
			hours_10 = 0;
			hours_1 = 0;
		end
	end
	display disp(
		.clk_i(clk_i), 
		.sign0(minutes_1), 
		.sign1(minutes_10), 
		.sign2(hours_1),
		.sign3(hours_10),
		.segments(led_seg),
		.displays(led_an),
		.dp(dp),
		.seconds(seconds_1));
endmodule
`timescale 1ns / 1ps
module display
       (input 		 clk_i,
	input [3:0] 	 sign0, sign1, sign2, sign3,  
	output reg[6:0]	 segments,  
	output reg [3:0] displays,
	output reg 	 dp,
	input 		 seconds);
	reg [1:0] 	select =0;
	reg [3:0] 	sign;
	reg [25:0] 	cnt = 0;
	always @(posedge clk_i) begin 
		if(cnt == 200) begin
			cnt = 0;
			case(select)
				0: begin
						displays[3] = 1;
						displays[2] = 1;
						displays[1] = 1;
						displays[0] = 0;
						sign = sign0;
						select = select + 1;
						dp = 1;
					end
				1: begin
						displays[3] = 1;
						displays[2] = 1;
						displays[1] = 0;
						displays[0] = 1;
						sign = sign1;
						select = select + 1;
						dp = 1;
					end
				2: begin
						displays[3] = 1;
						displays[2] = 0;
						displays[1] = 1;
						displays[0] = 1;
						sign = sign2;
						select = select + 1;
						if(seconds %2 == 0) begin
							dp = 1;
						end
						else begin
							dp = 0 ;
						end
				end
				3: begin
						displays[3] = 0;
						displays[2] = 1;
						displays[1] = 1;
						displays[0] = 1;
						sign = sign3;
						select = 0;
						dp = 1;
					end
				default begin
						displays[3] = 1;
						displays[2] = 1;
						displays[1] = 1;
						displays[0] = 1;
						sign = sign0;
						select = 0;
					end
			endcase
		end
		else
			cnt = cnt+1;
	end
	always @(sign) begin
		case(sign)
			4'b0000: segments <= 7'b0000001;   
			4'b0001: segments <= 7'b1001111;   
         4'b0010: segments <= 7'b0010010;   
         4'b0011: segments <= 7'b0000110;   
         4'b0100: segments <= 7'b1001100;   
         4'b0101: segments <= 7'b0100100;   
         4'b0110: segments <= 7'b0100000;   
         4'b0111: segments <= 7'b0001111;   
         4'b1000: segments <= 7'b0000000;   
         4'b1001: segments <= 7'b0000100;   
         4'b1010: segments <= 7'b0001000;   
         4'b1011: segments <= 7'b1100000;   
         4'b1100: segments <= 7'b0110001;   
         4'b1101: segments <= 7'b1000010;   
         4'b1110: segments <= 7'b0110000;   
         4'b1111: segments <= 7'b0111000;   
         default: segments <= 7'b1111111;   
		endcase	
	end
endmodule
```
`flow/run.sh`:
```
#!/bin/bash
# OpenROAD 26Q1-2900-gdf79404cd8, Yosys 0.63+post, stock flow scripts
make -C /OpenROAD-flow-scripts/flow DESIGN_CONFIG=/design/flow/config.mk WORK_HOME=/design/flow/orfs finish
```
==> CHANGELOG.md <==
### Metrics

* Chip height at 96.1 um
* Peak Freq at between 200 and 250 MHz
* CP endpoint: hours_1[2]
* CTS resizes at 0
* Drt wl/cell at ~12 um
* CP top delay family: AND-OR/OR-AND gates
* Initial antenna violation count at 0
* Startpoint Class: register
* Unique masters post-synth at 50
* Seq share, synth at 44.1%
* Max VDD drop at between 0.08 and 0.09 mV
* Most frequent cells after synthesis: dfxtp_1, nor2_1, nand2_1, xnor2_1, xor2_1
* Post-Place Cell Area at around 4600 um^2
* Design Area, Final at just under 5000 um^2
* Num CTS Buffers at 9
* Clock Sink Count at around 92
* Commonest flop: dfxtp_1
* Wirelength, routed at about 7000 um
* WHS at between 0.4 and 0.5 ns
* Worst hold path stage count at 1
* Number of vias per cell at roughly 5.3
* Largest net degree at the start of global routing at 24
* R2R cell count at 12
* Slowest CP cell: mux2i_1
* Critical path capture point type: register
* Count leader, synth: dfxtp_1
* Crit path largest cell delay at 0.72 ns
* Synthesized registers at between 90 and 100
* Rel. slew slack at about half
* Inserted Diodes at 0
* Mapped cell area at roughly 4400 um^2
* Critical-path cell list: nor4b_1, nand4_1, nor4_4, buf_4, a41oi_1, a22oi_2, mux2i_1, o211ai_1, a32oi_2, mux2i_2, mux2i_1, a21oi_1
* Dpl hpwl at just under 5000 um
* Max-slew violation count at 0
* DIE AREA at about 9000 um^2
* Die X at just under 100 um
* Critical Path Fanout Max at 23
* Top cell type by total area after synthesis: dfxtp_1
* Leakage at 0.00179 uW
* First-pass GRT wire length at 12200 um
* Critical Path RT at between 7 and 8 ns
* R2R Setup Slk at ~3 ns
* Status: complete, no violations
* Post-Syn Instances at approximately 460
* Unrepaired setup endpoints after global routing: no
* Max H-tree Level at 3
* Routed via count at roughly 3100
* Ys cells at around 460
* Instance count on the critical path at 12
* Cycle use final at between 60% and 70%
* DR pass1 iterations at 4
* Share of layout cells above drive strength 1 at between 5 and 6%
* P per Cell Area at roughly 160 nW/um^2
* Setup TNS at 0 ns
* I/O Buffers at 12
* Late-Pin Clk Latency at roughly 0.35 ns
* Grt ovf at 0
* Top cells by area: dfxtp_1, edfxtp_1, xnor2_1, xor2_1, ha_1
* Area grow syn2layout at 8.83%
* Async set-reset flop share out of synthesis at 0%
* Starting Density at between 50% and 60%
* Synth Area per Inst at around 9.6 um^2
* HP Class: register to register
* Yosys warns at 4
* Worst Path Arrival at between 4 and 5 ns
* Total setup buffers inserted after CTS at 0
* Fin util at between 50% and 60%
* Tool warnings at 36
* Crit path top cell by count: mux2i_1
* Clock skew at 0.0113 ns
* Hold Violations, Final at 0
* FILL cells at 731
* Crit path time final at 4.57 ns
* Clock Pin Slew Worst Setup and Hold Paths at roughly 0.090 ns
* Reg2reg end: hours_1[2]
* Vias in the first global route at about 2800
* Synth top area share at roughly 37%
* DRC viols at 0
* Rows at 33
* Max Root-Sink Buffers at 2
* Final Wtd Congestion at roughly 0.79
* Root buf cell: clkbuf_8
* Worst Tran Pin Value at between 0.7 and 0.8 ns
* CTS tree: yes
* Area of the core at approximately 8400 um^2
* Post-synth EDFFs at 11
* Reg2Reg Launch Point: counter[9]
* Setup crit start: counter[9]
* WP buf/inv at 1
* Post-detailed-route count of antenna-violating nets at 0
* 1st-iter DRT viols at between 80 and 90
* Maximum capacitance violations at 0
* Gr usage total at about 17%
* Critical path class: register to register
* I/O Pins at 13
* Final setup vio count at 0
* Cts hold-fix bufs at 0
* Yosys stat area at 4420 um^2
registers in the layout (all words and copies together) (netlist names), 4 cells and up:
register	cells
disp.cnt	26
led_seg	7
counter	26
seconds_1	4
disp.sign	4
seconds_10	4
minutes_1	4
disp.displays	4
hours_1	4
minutes_10	4
worst reg2reg max path, cell delays in order (launching register included):
cell and delay, ns:
dfxtp_1 0.35, nor4b_1 0.31, nand4_1 0.20, nor4_4 0.29, buf_4 0.31, a41oi_1 0.17, a22oi_2 0.61, mux2i_1 0.72
o211ai_1 0.22, a32oi_2 0.56, mux2i_2 0.41, mux2i_1 0.22, a21oi_1 0.07
where the power goes:
group | total [uW] | internal [uW] | switching, uW
clock network | 294 | 123 | 171
logic | 0.000918 | 0 | 0
registers | 496 | 496 | 0
metal layers:
metal  vias up  track usage (%)  part of all wire, %
met4         0             2.61                  1.3
li1       1639                -                    -
met5         -                0                    0
met2        21             25.5                   42
met3         9             1.77                  2.0
met1      1418             27.8                   55
cell type report:
class,instances,area (um^2),area share (%)
Sequential cell,92,1950,40.6
Tap cell,105,131,2.73
Timing Repair Buffer,14,135,2.81
Inverter,22,82.6,1.72
Clock inverter,6,46.3,0.962
Clock buffer,9,124,2.57
Multi-Input combinational cell,339,2340,48.7
cells in the final DEF, fill, tap and decap left out, types with 8 or more instances in the layout:
cell              n
nor3_1            8
inv_1            22
clkdlybuf4s50_1  12
xnor2_1          35
ha_1             20
and3_1           13
clkbuf_8          9
nand3_1          20
xor2_1           33
nor2_1           47
mux2i_1          18
nand4_1          11
nor2b_1           8
dfxtp_1          81
nand2_1          44
edfxtp_1         11
through the flow:
step / total power (uW) / worst slack [ns] / instances
final: 790 / 2.93 / 587
after global routing: 824 / 2.42 / 587
after CTS: 806 / 2.87 / 587
after detailed placement: 508 / 2.89 / 572
after global placement: 508 / 2.99 / 572
after floorplan: 508 / 4.13 / 463
logic make-up (layout without fill, tap and decap cells):
family	after synthesis	after routing	synth area share (%)
buf+inv	32	51	3.06
compound gates	42	42	6.87
simple gates	187	187	21.7
fa+ha+maj	20	20	5.66
mux	22	22	5.15
flops	92	92	44.1
xor+xnor	68	68	13.5
worst min-delay path by stage:
stage | startpoint | endpoint | slack [ns]
final | disp.cnt[25] | disp.cnt[25] | 0.46
after global routing | disp.cnt[25] | disp.cnt[25] | 0.49
after CTS | disp.cnt[25] | disp.cnt[25] | 0.46
Power is estimated from default activity; no workload was simulated.
